$ cat flow/config.mk
export PLATFORM = sky130hd
export DESIGN_NAME = conv_16_4_8_1
export DESIGN_NICKNAME = conv_16_4_8_1
export VERILOG_FILES = /design/flow/design.v
export SDC_FILE = /design/flow/constraint.sdc
export NUM_CORES = 4
export LEC_CHECK = 1
export CORE_UTILIZATION = 40
$ cat flow/constraint.sdc
current_design conv_16_4_8_1

set clk_period 9.0
set clk_io_pct 0.2

create_clock -name clk0 -period $clk_period [get_ports {clk}]

set non_clock_inputs [all_inputs -no_clocks]
set_input_delay [expr $clk_period * $clk_io_pct] -clock clk0 $non_clock_inputs
set_output_delay [expr $clk_period * $clk_io_pct] -clock clk0 [all_outputs]
$ cat flow/design.v
module conv_16_4_8_1_f_rom(clk, addr, z);
   input clk;
   input [1:0] addr;
   output logic signed [7:0] z;
   always_ff @(posedge clk) begin
      case(addr)
        0: z <= 8'd4;
        1: z <= -8'd8;
        2: z <= 8'd0;
        3: z <= -8'd3;
      endcase
   end
endmodule
module conv_16_4_8_1(clk, reset, x_data, x_valid, x_ready, y_data, y_valid, y_ready);
   parameter N = 16, M = 4, T = 8;
   localparam LOGSIZE_N=$clog2(N);
   localparam LOGSIZE_M=$clog2(M); 
   input clk, reset, x_valid, y_ready;
   input signed [T-1:0] x_data;
   output 	      x_ready, y_valid;
   output signed [T-1:0] y_data;
   logic 		wr_en_x;
   logic [LOGSIZE_N-1:0] addr_x;
   logic [LOGSIZE_M-1:0] addr_f;
   logic 		 clear_acc, en_acc;
   datapath #(N, M, T) d(.clk(clk),.reset(reset),.x_data(x_data),.y_data(y_data),.addr_x(addr_x),.addr_f(addr_f),.wr_en_x(wr_en_x),.en_acc(en_acc),.clear_acc(clear_acc));
   ctrlpath #(N, M) c(.clk(clk),.reset(reset),.x_valid(x_valid),.y_valid(y_valid),.x_ready(x_ready),.y_ready(y_ready),.addr_x(addr_x),.addr_f(addr_f),.wr_en_x(wr_en_x),.clear_acc(clear_acc),.en_acc(en_acc));
endmodule
module datapath(clk, reset, x_data, y_data, addr_x, addr_f, wr_en_x, en_acc, clear_acc);
   parameter N = 112, M = 49, T = 10;
   localparam LOGSIZE_N=$clog2(N);
   localparam LOGSIZE_M=$clog2(M);   
   localparam signed [T-1:0] max = 2**(T-1)-1;
   localparam signed [T-1:0] min = -1*(2**(T-1));
   input clk, reset;
   input signed [T-1:0] x_data;
   output logic signed [T-1:0] y_data;
   input [LOGSIZE_N-1:0]      addr_x;
   input [LOGSIZE_M-1:0]      addr_f;
   input 		      wr_en_x, en_acc, clear_acc;
   logic signed [T-1:0] 	      x_out;
   logic signed [T-1:0] 	      f_out;
   logic signed [2*T-1:0] product;
   logic signed [T-1:0] product_reg;
   logic signed [T:0] sum;
   logic signed [T-1:0] accum;
   memory #(T, N) myMemInst_x(clk, x_data, x_out, addr_x, wr_en_x);
   conv_16_4_8_1_f_rom myMemInst_f(clk, addr_f, f_out);
   assign product = x_out * f_out;
   always_ff @(posedge clk) begin
	  if (product > max) 
	     product_reg <= max;
	  else if (product < min)
	     product_reg <= min;
          else 
             product_reg <= product[T-1:0];
   end
      assign sum = accum + product_reg;
   always_ff @(posedge clk) begin
      if (reset == 1 || clear_acc == 1) 
   accum <= 0; 
      else if(en_acc == 1)
          if (sum > max) 
	     accum <= max;
	  else if (sum < min)
	     accum <= min;
          else 
             accum <= sum[T-1:0];
   end
   always_comb begin
       if (accum < 0)
            y_data = 0;
       else 
            y_data = accum;
   end
endmodule
module ctrlpath(clk, reset, x_valid, y_valid, x_ready, y_ready, addr_x, addr_f, wr_en_x, clear_acc, en_acc);
   parameter N = 112, M = 49;
   localparam L = N-M+1;
   localparam LOGSIZE_N=$clog2(N);
   localparam LOGSIZE_M=$clog2(M); 
   localparam LOGSIZE_L=$clog2(L);    
   input clk, reset, x_valid, y_ready;
   output logic [LOGSIZE_N-1:0] addr_x;
   output logic [LOGSIZE_M-1:0] addr_f;
   output logic 		wr_en_x, clear_acc, en_acc, x_ready, y_valid;
   logic [LOGSIZE_N:0] 		load_x_counter;
   logic [LOGSIZE_M:0] 		inner_counter; 
   logic [LOGSIZE_L - 1:0] 	outer_counter;
   logic 			done_x, inc_inner, clear_counters, clear_inner, inc_outer, done_inner, done_outer;
   enum 			{INIT, LOAD, CLEAR_ACC, FIRST_PIPE, INC_INNER, WAIT_READY, IDLE} state, next_state;
   always_comb begin
      if (state == INIT)
	next_state = LOAD;
      else if (state == LOAD) begin
	 if (done_x == 1)
	   next_state = CLEAR_ACC;    
         else
	   next_state = LOAD;    
      end
      else if (state == CLEAR_ACC) 
        next_state = FIRST_PIPE;
      else if (state == FIRST_PIPE)
        next_state = INC_INNER;
      else if (state == INC_INNER) begin
	 if (done_inner == 1)
	   next_state = WAIT_READY;
         else
           next_state = INC_INNER;
      end
      else if (state == WAIT_READY) begin
	 if (y_ready == 1)
           if (done_outer == 1)
             next_state = LOAD;
           else 
	     next_state = CLEAR_ACC;
	 else
	   next_state = WAIT_READY;
      end
      else 
        next_state = IDLE;
   end
   always_ff @(posedge clk) begin
      if (reset == 1)
        state <= INIT;
      else
        state <= next_state;      
   end
   assign addr_f = inner_counter;
   always_comb begin
      if (state == LOAD) begin
         addr_x = load_x_counter;
      end
      else if ( state == CLEAR_ACC || state == INC_INNER || state == FIRST_PIPE) begin
         addr_x = inner_counter + outer_counter;  
      end
      else begin
         addr_x = 0;
      end 
   end 
   always_ff @(posedge clk) begin
      if (clear_counters == 1)
        load_x_counter <= 0;
      else if (x_valid == 1 && x_ready == 1)
        load_x_counter <= load_x_counter+1;
   end
   always_ff @(posedge clk) begin
      if (clear_counters == 1 || clear_inner == 1) 
        inner_counter <= 0;
      else if (inc_inner == 1) 
	inner_counter <= inner_counter + 1;
   end	
   always_ff @(posedge clk) begin
      if (clear_counters == 1)
        outer_counter <= 0;
      else if (inc_outer == 1)
        outer_counter <= outer_counter + 1;
   end	
   assign clear_counters = (reset == 1 || (next_state == LOAD && state == WAIT_READY));
   assign done_x = (load_x_counter == N) || (load_x_counter == N-1 && x_valid == 1);
   assign done_inner = (inner_counter == M + 1);
   assign done_outer = (outer_counter == L - 1);
   assign inc_inner = (state == INC_INNER || state == CLEAR_ACC || state == FIRST_PIPE) && done_inner == 0;
   assign y_valid = (state == WAIT_READY);
   assign inc_outer = (state == WAIT_READY && y_ready == 1) && done_outer == 0;
   assign x_ready = (state == LOAD && load_x_counter < N);
   assign wr_en_x = (state == LOAD && load_x_counter < N);
   assign clear_acc = (state == CLEAR_ACC);
   assign clear_inner = (next_state == CLEAR_ACC);
   assign en_acc = (state == INC_INNER);
endmodule
module memory(clk, data_in, data_out, addr, wr_en);
   parameter                   WIDTH=16, SIZE=64;
   localparam                  LOGSIZE=$clog2(SIZE);
   input [WIDTH-1:0]           data_in;
   output logic [WIDTH-1:0]    data_out;
   input [LOGSIZE-1:0] 	       addr;
   input                       clk, wr_en;
   logic [SIZE-1:0][WIDTH-1:0] mem;
   always_ff @(posedge clk) begin
      data_out <= mem[addr];
      if (wr_en)
        mem[addr] <= data_in;
   end
endmodule
$ cat flow/run.sh
#!/bin/bash
# OpenROAD 26Q1-2900-gdf79404cd8, Yosys 0.63+post, stock flow scripts
make -C /OpenROAD-flow-scripts/flow DESIGN_CONFIG=/design/flow/config.mk WORK_HOME=/design/flow/orfs finish
==> reports/qor.txt <==
N_diodes: 0
Clock Sinks: 173
Most flops, register: d.myMemInst_x.mem
Ys flop type: edfxtp_1
Hold Fails Final Rpt: 0
Io pins: 22
Synth area leaders: edfxtp_1 35%, dfxtp_1 8.2%, fa_1 6.7%, ha_1 6.6%, o2bb2ai_1 5.1%
Max cap viols: 0
Hold buffers post-CTS: 0
Clk buf depth: 2
Hold crit path type: flop to flop
Setup violators final: 0
Register area share after synthesis: 43.1%
OpenROAD warning count: 34
Filler cells: 2475
WP buf/inv: 3
Vias in the first global route: 7558
Asr flop ratio synth: 0%
Critical-path cell list: nand2_1 -> fa_1 -> inv_1 -> fa_1 -> fa_1 -> inv_1 -> fa_1 -> inv_1 -> ha_1 -> a2111oi_0 -> o31a_1 -> nor3_1 -> a311oi_1 -> a41o_1 -> o221ai_1
Dominant cell area share: 34.9%
Flip-flops with a built-in enable: 128
Largest net degree at the start of global routing: 130
Via count: 7545
Slowest Stage Delay on Critical Path: 670 ps
Grt ovf: 0
Clock buffer count from CTS: 17
Worst slew pin tran: 803 ps
Max-slew violations: 0
Placed cell area: 11500 um2
Clock Pin Slew Worst Setup and Hold Paths: 80 ps
Post-synth top area cell: edfxtp_1
Min cycle time layout: 5480 ps
Die width: 168 um
Worst VDD drop: 0.000101 V
Avg WL per Cell: 18.3 um
Worst setup path class: flop to flop
Yosys stat cell total: 987
Final Skew: 21.5 ps
Max Freq: 183 MHz
IO buf count: 20
Design area: 12100 um2
TNS Setup: 0 ps
RSZ-0062 raised after global routing: no
Core Rows: 60
Outcome: finished clean
DRC viols: 0
Pre-Place Util: 40.9%
Top Family by Delay on Critical Path: adder cells
Tcrit/Tclk final: 60.9%
Crit Path Max Fanout: 17
Resize count post-CTS: 0
Utilization after layout: 45.0%
CP arrival: 5760 ps
Warnings, synthesis: 4
Leakage Power: 4.40 nW
Post CTS Setup Buffer Count: 0
CTS root buf: clkbuf_16
Via density: 5.63
Routability cong.: 0.880
Synth Cell Area: 11000 um2
Iter 0 DRT Violations: 560
Cell mode on critical path: fa_1
Synthesized area per cell: 11.2 um2
Remaining antenna violation count: 0
Worst setup SP type: flop
Chip area: 28200 um2
Relative slew margins: 46.3%
Initial antenna violation count: 0
Die H: 168 um
Setup crit end kind: flop
Ys flops: 173
First-pass GRT wire length: 40800 um
First-pass iteration count of the detailed router: 5
Max FFs per register: 128
H-tree levels: 4
Crit-path slowest cell: dfxtp_1
Clk latency of the worst-skew pair: 430 ps
Area growth from synthesis to layout: 10.2%
Cell variety after synth: 63
Crit path DRT: 9280 ps
CORE AREA: 27000 um2
Mapped Cells: 987
CTS tree: yes
GRT Total Usage: 19.3%
Layout cells sized above 1: 10.7%
Post-detail-place hpwl: 17100 um
Yosys Chip Area: 11000 um2
Pwr dens: 154 nW/um2
Drt total wl: 24500 um
-- routing by layer --
layer	up-vias	global-route usage [%]	wire length [um]
met5	-	0	0
li1	3644	-	-
met2	239	30.0	11400
met1	3647	29.2	11200
met3	15	5.89	1650
met4	0	1.95	223
-- where the power goes --
group | internal, mW | switching, mW | leakage, nW
Clock | 0.380 | 0.369 | 0.285
Combinational | 0.0840 | 0.109 | 2.65
Sequential | 0.896 | 0.0249 | 1.46
Total | 1.36 | 0.503 | 4.40
-- synthesized netlist by cell type, drive strengths merged (7+ instances only) --
master	instances
a21oi	30
o22ai	8
fa	37
edfxtp	128
xor2	13
nor2b	18
o211ai	15
and2	21
nand2b	7
nand2	86
nand4	12
a22o	33
nor3	11
dfxtp	45
buf	17
inv	95
nor2	51
ha	58
mux4	16
o21ai	16
mux2i	37
clkbuf	32
o221a	8
xnor2	20
nand3	16
o2bb2ai	64
mux2	28
a311oi	9
-- area by class of cell --
cell class	instances	area, um2	area share [%]
inverters	95	357	2.94
repair buffers	29	280	2.31
clock inverters	15	183	1.51
flip-flops and latches	173	4740	39.1
well taps	341	427	3.52
multi-input cells	670	5720	47.1
clock buffers	17	425	3.51
-- through the flow --
stage	power [mW]	setup slack [ps]	std cells	hold WS [ps]
after global placement	1.13	3680	1308	498
after detailed placement	1.13	3550	1308	507
after CTS	1.88	3560	1340	517
after floorplan	1.08	918	987	473
final	1.86	3520	1340	510
after global routing	1.94	3210	1340	534
-- worst paths after layout --
kind	end	cells after the start	startpoint	slack, ps
max	d.product_reg[1]	15	d.myMemInst_f.z[6]	3520
min	d.accum[5]	2	d.accum[5]	510
max reg2reg	d.product_reg[1]	15	d.myMemInst_f.z[6]	3520
min reg2reg	d.accum[5]	2	d.accum[5]	510
-- cells in the final DEF, fill, tap and decap left out, types with 17 or more instances in the layout --
| master | instances |
|---|---|
| edfxtp_1 | 128 |
| inv_1 | 92 |
| nand2_1 | 86 |
| o2bb2ai_1 | 64 |
| ha_1 | 58 |
| nor2_1 | 50 |
| dfxtp_1 | 45 |
| mux2i_1 | 37 |
| fa_1 | 37 |
| a22o_1 | 33 |
| a21oi_1 | 29 |
| mux2_2 | 25 |
| and2_1 | 21 |
| xnor2_1 | 20 |
| clkdlybuf4s50_1 | 20 |
| clkbuf_16 | 17 |
-- cell families (layout without fill, tap and decap cells) --
group / after synthesis / count (layout) / share of synthesized area, %
and+or+nand+nor: 237 / 237 / 10.4
AOI/OAI and AO/OA: 223 / 223 / 15.9
DFF: 173 / 173 / 43.1
buffers and inverters: 144 / 156 / 5.12
adders and majority gates: 95 / 95 / 13.3
muxes: 81 / 81 / 9.50
xor gates and xnor gates: 33 / 33 / 2.62
other: 1 / 1 / 0.0341
-- worst reg2reg max path, delay by kind of cell (launching register included) --
family / cells / cell delay (ps)
AND/OR/NAND/NOR: 2 / 310
flip-flops: 1 / 670
AND-OR/OR-AND: 5 / 1750
adder cells (fa/ha/maj): 5 / 2460
buffers and inverters: 3 / 140
Power and IR drop assume default switching activity.
